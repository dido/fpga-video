<file path="constraint.sdc">
current_design smpte

set clk_period 2.9
set clk_io_pct 0.2

create_clock -name clk0 -period $clk_period

set non_clock_inputs [all_inputs -no_clocks]
set_input_delay [expr $clk_period * $clk_io_pct] -clock clk0 $non_clock_inputs
set_output_delay [expr $clk_period * $clk_io_pct] -clock clk0 [all_outputs]
</file>
<file path="config.mk">
export PLATFORM = sky130hd
export DESIGN_NAME = smpte
export DESIGN_NICKNAME = smpte
export VERILOG_FILES = /design/flow/design.v
export SDC_FILE = /design/flow/constraint.sdc
export NUM_CORES = 4
export LEC_CHECK = 1
export CORE_AREA = 10 10 70 70
export DIE_AREA = 0 0 80 80
</file>
<file path="run.sh">
#!/bin/bash
# OpenROAD 26Q1-2900-gdf79404cd8, Yosys 0.63+post, stock flow scripts
make -C /OpenROAD-flow-scripts/flow DESIGN_CONFIG=/design/flow/config.mk WORK_HOME=/design/flow/orfs finish
</file>
<file path="design.v">
module hvsync(input 	       pclk,
	      input 	       reset,
	      output 	       hsync,
	      output 	       vsync,
	      output 	       disp_en,
	      output reg [16:0] hpos,
	      output reg [16:0] vpos,
	      output reg       newframe,
	      output reg       newline
	      );
   localparam H_DISPLAY = 480;	 
   localparam H_BACK = 32;	 
   localparam H_FRONT = 20;	 
   localparam H_SYNC = 12;	 
   localparam V_DISPLAY = 272;	 
   localparam V_TOP = 32;	 
   localparam V_BOTTOM = 5;	 
   localparam V_SYNC = 5;	 
   localparam H_SYNC_START = H_DISPLAY + H_FRONT;
   localparam H_SYNC_END = H_DISPLAY + H_FRONT + H_SYNC - 1;
   localparam H_MAX = H_DISPLAY + H_BACK + H_FRONT + H_SYNC - 1;
   localparam V_SYNC_START = V_DISPLAY + V_BOTTOM;
   localparam V_SYNC_END = V_DISPLAY + V_BOTTOM + V_SYNC - 1;
   localparam V_MAX = V_DISPLAY + V_TOP + V_BOTTOM + V_SYNC - 1;
   assign hsync = ((hpos >= H_SYNC_START) && (hpos <= H_SYNC_END));
   assign vsync = ((vpos >= V_SYNC_START) && (vpos <= V_SYNC_END));
   assign disp_en = (hpos < H_DISPLAY) && (vpos < V_DISPLAY);
   always @(posedge pclk or negedge reset)
     begin
	newframe <= 0;
	newline <= 0;		    
	if (!reset) begin
	   hpos <= 0;
	   vpos <= 0;
	   newframe <= 1;
	   newline <= 1;
	end else if (hpos < H_MAX) begin
	   hpos <= hpos + 1;
	end else begin
	   hpos <= 0;
	   newline <= 1;
	   if (vpos < V_MAX) begin
	      vpos <= vpos + 1;
	   end else begin
	      vpos <= 0;
	      newframe <= 1;
	   end
	end
     end
endmodule  
module Gowin_rPLL (clkout, clkoutd, clkin);
   output clkout;
   output clkoutd;
   input  clkin;
   wire   lock_o;
   wire   clkoutp_o;
   wire   clkoutd3_o;
   wire   gw_gnd;
   assign gw_gnd = 1'b0;
   rPLL rpll_inst (.CLKOUT(clkout),
		   .LOCK(lock_o),
		   .CLKOUTP(clkoutp_o),
		   .CLKOUTD(clkoutd),
		   .CLKOUTD3(clkoutd3_o),
		   .RESET(gw_gnd),
		   .RESET_P(gw_gnd),
		   .CLKIN(clkin),
		   .CLKFB(gw_gnd),
		   .FBDSEL({gw_gnd,gw_gnd,gw_gnd,gw_gnd,gw_gnd,gw_gnd}),
		   .IDSEL({gw_gnd,gw_gnd,gw_gnd,gw_gnd,gw_gnd,gw_gnd}),
		   .ODSEL({gw_gnd,gw_gnd,gw_gnd,gw_gnd,gw_gnd,gw_gnd}),
		   .PSDA({gw_gnd,gw_gnd,gw_gnd,gw_gnd}),
		   .DUTYDA({gw_gnd,gw_gnd,gw_gnd,gw_gnd}),
		   .FDLY({gw_gnd,gw_gnd,gw_gnd,gw_gnd}));
   defparam rpll_inst.IDIV_SEL = 2;
   defparam rpll_inst.FBDIV_SEL = 3;
   defparam rpll_inst.ODIV_SEL = 32;
   defparam rpll_inst.DYN_SDIV_SEL = 4;
   defparam rpll_inst.FCLKIN = "27";
   defparam rpll_inst.DYN_IDIV_SEL = "false";
   defparam rpll_inst.DYN_FBDIV_SEL = "false";
   defparam rpll_inst.DYN_ODIV_SEL = "false";
   defparam rpll_inst.PSDA_SEL = "0000";
   defparam rpll_inst.DYN_DA_EN = "false";
   defparam rpll_inst.DUTYDA_SEL = "1000";
   defparam rpll_inst.CLKOUT_FT_DIR = 1'b1;
   defparam rpll_inst.CLKOUTP_FT_DIR = 1'b1;
   defparam rpll_inst.CLKOUT_DLY_STEP = 0;
   defparam rpll_inst.CLKOUTP_DLY_STEP = 0;
   defparam rpll_inst.CLKFB_SEL = "internal";
   defparam rpll_inst.CLKOUT_BYPASS = "false";
   defparam rpll_inst.CLKOUTP_BYPASS = "false";
   defparam rpll_inst.CLKOUTD_BYPASS = "false";
   defparam rpll_inst.CLKOUTD_SRC = "CLKOUT";
   defparam rpll_inst.CLKOUTD3_SRC = "CLKOUT";
   defparam rpll_inst.DEVICE = "GW1NR-9C";
endmodule  
module hexdigits(digit, yofs, bits);
  input [3:0] digit;		 
  input [2:0] yofs;		 
  output [4:0] bits;		 
  reg [4:0] bitarray[16][5];	 
  assign bits = bitarray[digit][yofs];	 
  integer i,j;
  initial begin 
     bitarray[0][0] = 5'b11111;
     bitarray[0][1] = 5'b11001;
     bitarray[0][2] = 5'b10101;
     bitarray[0][3] = 5'b10011;
     bitarray[0][4] = 5'b11111;
     bitarray[1][0] = 5'b01100;
     bitarray[1][1] = 5'b00100;
     bitarray[1][2] = 5'b00100;
     bitarray[1][3] = 5'b00100;
     bitarray[1][4] = 5'b11111;
     bitarray[2][0] = 5'b11111;
     bitarray[2][1] = 5'b00001;
     bitarray[2][2] = 5'b11111;
     bitarray[2][3] = 5'b10000;
     bitarray[2][4] = 5'b11111;
     bitarray[3][0] = 5'b11111;
     bitarray[3][1] = 5'b00001;
     bitarray[3][2] = 5'b11111;
     bitarray[3][3] = 5'b00001;
     bitarray[3][4] = 5'b11111;
     bitarray[4][0] = 5'b10001;
     bitarray[4][1] = 5'b10001;
     bitarray[4][2] = 5'b11111;
     bitarray[4][3] = 5'b00001;
     bitarray[4][4] = 5'b00001;
     bitarray[5][0] = 5'b11111;
     bitarray[5][1] = 5'b10000;
     bitarray[5][2] = 5'b11111;
     bitarray[5][3] = 5'b00001;
     bitarray[5][4] = 5'b11111;
     bitarray[6][0] = 5'b11111;
     bitarray[6][1] = 5'b10000;
     bitarray[6][2] = 5'b11111;
     bitarray[6][3] = 5'b10001;
     bitarray[6][4] = 5'b11111;
     bitarray[7][0] = 5'b11111;
     bitarray[7][1] = 5'b00001;
     bitarray[7][2] = 5'b00001;
     bitarray[7][3] = 5'b00001;
     bitarray[7][4] = 5'b00001;
     bitarray[8][0] = 5'b11111;
     bitarray[8][1] = 5'b10001;
     bitarray[8][2] = 5'b11111;
     bitarray[8][3] = 5'b10001;
     bitarray[8][4] = 5'b11111;
     bitarray[9][0] = 5'b11111;
     bitarray[9][1] = 5'b10001;
     bitarray[9][2] = 5'b11111;
     bitarray[9][3] = 5'b00001;
     bitarray[9][4] = 5'b11111;
     bitarray[10][0] = 5'b01110;
     bitarray[10][1] = 5'b10001;
     bitarray[10][2] = 5'b11111;
     bitarray[10][3] = 5'b10001;
     bitarray[10][4] = 5'b10001;
     bitarray[11][0] = 5'b11110;
     bitarray[11][1] = 5'b10001;
     bitarray[11][2] = 5'b11110;
     bitarray[11][3] = 5'b10001;
     bitarray[11][4] = 5'b11110;
     bitarray[12][0] = 5'b11111;
     bitarray[12][1] = 5'b10000;
     bitarray[12][2] = 5'b10000;
     bitarray[12][3] = 5'b10000;
     bitarray[12][4] = 5'b11111;
     bitarray[13][0] = 5'b11110;
     bitarray[13][1] = 5'b10001;
     bitarray[13][2] = 5'b10001;
     bitarray[13][3] = 5'b10001;
     bitarray[13][4] = 5'b11110; 
     bitarray[14][0] = 5'b11111;
     bitarray[14][1] = 5'b10000;
     bitarray[14][2] = 5'b11111;
     bitarray[14][3] = 5'b10000;
     bitarray[14][4] = 5'b11111;
     bitarray[15][0] = 5'b11111;
     bitarray[15][1] = 5'b10000;
     bitarray[15][2] = 5'b11111;
     bitarray[15][3] = 5'b10000;
     bitarray[15][4] = 5'b10000;
  end
endmodule
module smpte(input [16:0] x,
	     input [16:0] y,
	     output [4:0] r,
	     output [5:0] g,
	     output [4:0] b);
   localparam BARWIDTH = 68;  
   localparam BARHEIGHT = 181;  
   localparam CAST_YMAX = 202;  
   localparam PLUGE_WIDTH = 96;	 
   always @(*)
     begin
	r <= ((y < BARHEIGHT) ?
	      ((x < BARWIDTH) ? 5'h16 :
    	       (x < BARWIDTH*2) ? 5'h16 :
    	       (x < BARWIDTH*3) ? 5'h02 :
	       (x < BARWIDTH*4) ? 5'h02 :
	       (x < BARWIDTH*5) ? 5'h16 :
	       (x < BARWIDTH*6) ? 5'h16 : 5'h02) :
	      ((y < CAST_YMAX) ?
	       ((x < BARWIDTH) ? 5'h02 :
    		(x < BARWIDTH*2) ? 5'h02 :
    		(x < BARWIDTH*3) ? 5'h16 :
		(x < BARWIDTH*4) ? 5'h02 :
		(x < BARWIDTH*5) ? 5'h02 :
		(x < BARWIDTH*6) ? 5'h02 : 5'h16) :
	       (x < PLUGE_WIDTH) ? 5'h00 :
	       (x < PLUGE_WIDTH*2) ? 5'h1f : 5'h00));
	g <= (y < BARHEIGHT) ?
	     ((x < BARWIDTH) ? 6'h2d :
    	      (x < BARWIDTH*2) ? 6'h2d :
    	      (x < BARWIDTH*3) ? 6'h2d :
	      (x < BARWIDTH*4) ? 6'h2d :
	      (x < BARWIDTH*5) ? 6'h04 :
	      (x < BARWIDTH*6) ? 6'h04 : 6'h04) :
	     ((y < CAST_YMAX) ?
	      ((x < BARWIDTH) ? 6'h04 :
    	       (x < BARWIDTH*2) ? 6'h04 :
    	       (x < BARWIDTH*3) ? 6'h04 :
	       (x < BARWIDTH*4) ? 6'h04 :
	       (x < BARWIDTH*5) ? 6'h2d :
	       (x < BARWIDTH*6) ? 6'h04 : 6'h2d) :
	      (x < PLUGE_WIDTH) ? 6'h00 :
	      (x < PLUGE_WIDTH*2) ? 6'h3f : 5'h00);
	b <= (y < BARHEIGHT) ?
	     ((x < BARWIDTH) ? 5'h16 :
    	      (x < BARWIDTH*2) ? 5'h02 :
    	      (x < BARWIDTH*3) ? 5'h16 :
	      (x < BARWIDTH*4) ? 5'h02 :
	      (x < BARWIDTH*5) ? 5'h16 :
	      (x < BARWIDTH*6) ? 5'h02 : 5'h16) :
	     ((y < CAST_YMAX) ?
	      ((x < BARWIDTH) ? 5'h16 :
    	       (x < BARWIDTH*2) ? 5'h02 :
    	       (x < BARWIDTH*3) ? 5'h16 :
	       (x < BARWIDTH*4) ? 5'h02 :
	       (x < BARWIDTH*5) ? 5'h16 :
	       (x < BARWIDTH*6) ? 5'h02 : 5'h16) :
	      (x < PLUGE_WIDTH) ? 5'h00 :
	      (x < PLUGE_WIDTH*2) ? 5'h1f : 5'h00);
     end
endmodule  
module testpattern(input 	clk,
		   input 	reset,
		   input 	userbtn, 
		   output [5:0] led,
		   output 	clkd,
		   output 	hsync,
		   output 	vsync,
		   output 	disp_en,
		   output [4:0] r,
		   output [5:0] g,
		   output [4:0] b);
   reg [1:0] 			mode;
   reg [32:0] 			counter;
   wire [16:0] 			x;
   wire [16:0] 			y;
   wire [4:0] 			rr;
   wire [5:0] 			gg;
   wire [4:0] 			bb;
   wire 			nf, nl;
   wire [4:0] 			rs;
   wire [5:0] 			gs;
   wire [4:0] 			bs;
   wire [3:0] 			digit = x[7:4];
   wire [2:0] 			xofs = x[3:1];
   wire [2:0] 			yofs = y[3:1];
   wire [4:0] 			bits;
   Gowin_rPLL chip_pll(.clkoutd(clkd),
		       .clkin(clk));
   hvsync hvs(.pclk(clkd),
	      .reset(reset),
	      .hsync(hsync),
	      .vsync(vsync),
	      .disp_en(disp_en),
	      .hpos(x[16:0]),
	      .vpos(y[16:0]),
	      .newframe(nf),
	      .newline(nl));
   smpte colorbars(.x(x[16:0]),
		   .y(y[16:0]),
		   .r(rs[4:0]),
		   .g(gs[5:0]),
		   .b(bs[4:0]));
   hexdigits numbers(.digit(digit),
		     .yofs(yofs),
		     .bits(bits));
   always @(*)
     case (disp_en)
       1'b0:
	 begin
	    rr <= 5'b0;
	    gg <= 6'b0;
	    bb <= 5'b0;
	 end
       1'b1:
	 begin
	    case (mode)
	      2'b00:
		begin
		   rr <= rs;
		   gg <= gs;
		   bb <= bs;
		end
	      2'b01:
		begin
		   rr <= ((x & 9'h7) == 0 || (y & 9'h7) == 0) ? 5'h1f : 5'h00;
       		   gg <= (y[4]) ? 6'h3f : 6'h00;
		   bb <= (x[4]) ? 5'h1f : 5'h00;
		end
	      2'b10:
		begin
		   rr <= 5'h00;
		   gg <= ((((xofs ^ 3'b111) < 5) && (yofs < 5)) ? bits[xofs ^ 3'b111] : 0) ? 6'h3f : 6'h00;
		   bb <= 5'h00;
		end
	      2'b11:
		begin
		   rr <= 5'h00;
		   gg <= 6'h00;
		   bb <= 5'h00;
		end
	    endcase  
	 end
     endcase  
   assign r = rr;
   assign g = gg;
   assign b = bb;
   always @(negedge reset or negedge userbtn)
     begin
	if (!reset)
	  mode <= 2'b00;
	else if (!userbtn)
	  mode <= mode + 1;
     end
   always @(posedge clkd or negedge reset)
     begin
	if (!reset)
	  begin
	     counter <= 0;
	  end
	else if (counter < 31'd4_499_999)
	  begin
	     counter <= counter + 1;
	  end
	else
	  begin
	     counter <= 0;
	  end
     end
   always @(posedge clkd or negedge reset)
     begin
	if (!reset)
	  led <= 6'b111110;
	else if (counter >= 31'd4_499_999)
	  led[5:0] <= {led[4:0], led[5]};
	else
	  led <= led;
     end
endmodule  
</file>
==> out/summary.txt <==
status: completed
most frequent logic cell in the layout: buf_4
initial DRC count: 28
Slew Viols, Final: 0
Final Hold Viols: 0
Core ar.: 0.00342 mm²
layout cells sized above 1: 35.3%
Sum Neg Setup Slack: 0 ps
post-layout instance area: 0.00103 mm²
Initial DRT Pass Iterations: 2
cells in synth_stat.txt: 71
Hold Crit Start: x[13]
cell total after placement: 163
Filler Cell Count: 382
Ports: 50
number of max-cap violations: 0
P&R area growth vs syn: 122%
Die Area: 0.00640 mm²
OpenROAD warnings: 34
Residual DRC: 0
Vert. Die Dim: 80 µm
startpoint types: input port
post-synth top area cell: buf_4
wire per inst: 12.0 µm
Unique cell types: 31
crit path capture type: primary output
Synth warnings: 4
Tot Pwr: 82.7 µW
Max-slew headroom: 75.5%
port bufs: 48
Fmax: 355 MHz
final WL: 1.98 mm
syn avg cell area: 6.52 µm²
Post-synth seq share: 0%
row cnt: 21
Clock Buffer Count: 0
Min Hold Slack: 1740 ps
placed cell area: 0.00100 mm²
type of the worst min-delay path: in2out
n_diodes: 0
pwr/cell area: 80.6 mW/mm²
Critical Path Source: x[9]
fp_density: 13.6%
vias in the first global route: 693
via/cell ratio: 4.27
antenna violation net count after detailed routing: 0
Global Route Usage Sum: 5.61%
Reg area: 0 µm²
synthesized area: 463 µm²
Max IR drop VDD: 0.0000290 V
grt ovf: 0
Static Leak: 0.484 nW
hpwl dp: 1.76 mm
fin crit period: 2820 ps
Final WS setup: 80.3 ps
WS Path Type: in2out
endpoints failing setup: 0
final sequential cell count: 0
Setup WS pre-CTS: -570 ps
Gate Area: 407 µm²
Die X: 80 µm
yosys stat area: 463 µm²
non-filler cells, final: 165
GPL Wtd Cong: 0.798
Vias: 704
largest net degree at the start of global routing: 9
cycle use final: 97.2%
most frequent cells in the layout: buf_4, dlygate4sd2_1, clkdlybuf4s50_1, buf_2, dlymetal6s2s_1
initial antenna violation count: 0
Worst-Margin Slew: 364 ps
Top cells by area: buf_4, or4_4, o21ai_0
Synth Instances: 71
WP data arrival: 2240 ps
Top-area cell share: 17.8%
critical-path maximum fanout: 3
Layout Utilization: 30.0%
first-pass GRT wire length: 3.08 mm
Req. time, crit path: 2320 ps
[worst max-delay path, cell delays in order]
cell	delay [ps]
buf_2	100
or4_4	540
or4_4	530
or4b_4	220
o211ai_1	110
buf_2	150
[final timing paths]
check / end / slack [ps] / cells after the start
worst max-delay path: g[5] / 80 / 6
worst min-delay path: b[3] / 1740 / 6
[repair_timing]
action	CTS	global route
setup endpoints to repair	16	16
pin swaps	14	9
hold buffers	0	0
buffers inserted	2	0
endpoints found under the hold margin	0	0
resized	62	16
[layer usage]
layer  vias up  GRT usage (%)  routed length (µm)
met5         -              0                   0
met4         0              0                   0
met3         0           1.82                 195
met2        25           10.0                 966
met1       317           6.74                 820
li1        362              -                   -
[kinds of logic after synthesis]
group                  Yosys count  synth area share, %
AND-OR/OR-AND                   24                 36.5
buffers and inverters           18                 24.1
multiplexers                     1                 2.16
AND/OR/NAND/NOR                 28                 37.3
[Yosys cell counts]
master / count
a21oi_1: 3
and3_1: 1
inv_1: 2
or4_4: 3
a211o_1: 2
nand4b_1: 1
a211oi_1: 2
mux2i_1: 1
nor3_1: 3
clkbuf_1: 3
nand4_1: 2
buf_4: 11
a22o_1: 1
nor2_1: 5
o211ai_1: 4
or4b_1: 1
nor2b_1: 1
nand3_1: 2
o2111ai_1: 1
a31oi_1: 1
nor4_1: 2
nand2_1: 4
o41a_1: 1
a311oi_1: 1
or4_1: 1
a21o_1: 1
o21ba_2: 1
o21ai_0: 6
buf_2: 2
or4b_2: 1
or2_2: 1
[layout make-up]
class              count  area share [%]
well taps             46            5.61
inverters              2           0.732
repair buffers        64            54.0
multi-input cells     53            39.6
[where the power goes]
group / total [mW] / leakage [nW] / switching, mW / internal [mW]
registers: 0 / 0 / 0 / 0
clock network: 0 / 0 / 0 / 0
logic: 0.0827 / 0.484 / 0.0330 / 0.0497
total: 0.0827 / 0.484 / 0.0330 / 0.0497
Power is estimated from default activity; no workload was simulated.
